**./config.mk**
```make
export PLATFORM = sky130hd
export DESIGN_NAME = IF
export DESIGN_NICKNAME = IF
export VERILOG_FILES = /design/flow/design.v
export SDC_FILE = /design/flow/constraint.sdc
export NUM_CORES = 4
export LEC_CHECK = 1
export CORE_UTILIZATION = 40
```
**./constraint.sdc**
```tcl
current_design IF

set clk_period 7.1
set clk_io_pct 0.2

create_clock -name clk0 -period $clk_period [get_ports {clk}]

set non_clock_inputs [all_inputs -no_clocks]
set_input_delay [expr $clk_period * $clk_io_pct] -clock clk0 $non_clock_inputs
set_output_delay [expr $clk_period * $clk_io_pct] -clock clk0 [all_outputs]
```
**./design.v**
```verilog
module PC(  
    output reg [31:0] PC_out,		 
    input [31:0] branch_add,		 
	 input PCSrc, jump, 
	 input [25:0] jump_add, 
    input clk,
    input rst
    );
	reg [31:0] temp_jump;
	reg [27:0] temp;
	always @(posedge clk or posedge rst)
		begin
			if (rst)
				begin
					PC_out <= 0;
				end
			else
				begin
					if (PCSrc)
						begin
							PC_out <= branch_add;
						end
					else if (jump)
						begin
							temp = {jump_add, 2'b00};
							temp_jump = {PC_out[31:28], temp};
							PC_out = temp_jump;
						end
					else
						begin
							PC_out <= PC_out + 1;
						end
				end			
		end
endmodule
module Instr_mem(
    output reg [31:0] instr_out,
    input [31:0] PC_out,
    input clk,
    input rst
    );
	reg [31:0] instructions [0:31];
	initial
		begin
			 instructions[0] = 32'b000000_00000_00000_00000_00000_000000;  
			 instructions[1] = 32'b000000_00011_00001_01000_00000_100000;  
			 instructions[2] = 32'b000000_10000_10001_01000_00000_100010;  
			 instructions[3] = 32'b000000_10000_10001_01000_00000_100100;  
			 instructions[4] = 32'b000000_10000_10001_01000_00000_100101;  
			 instructions[5] = 32'b000000_10000_10001_01000_00000_101010;  
			 instructions[6] = 32'b100011_10001_01000_0000000000000100;  
			 instructions[7] = 32'b101011_10001_01000_0000000000000100;  
			 instructions[8] = 32'b000000_10000_10001_01000_00000_100100;  
			 instructions[9] = 32'b000100_00010_00010_0000000000000010;  
			 instructions[10] = 32'b000000_00000_00000_00000_00000_000000;  
			 instructions[11] = 32'b000000_10000_10001_01000_00000_100000;  
			 instructions[12] = 32'b000000_10000_10001_01000_00000_100010;  
			 instructions[13] = 32'b000000_10000_10001_01000_00000_100100;  
			 instructions[14] = 32'b000000_10000_10001_01000_00000_100101;  
			 instructions[15] = 32'b000000_10000_10001_01000_00000_101010;  
			 instructions[16] = 32'b100011_10001_01000_0000000000000100;  
			 instructions[17] = 32'b101011_10001_01000_0000000000000100;  
			 instructions[18] = 32'b000100_10000_10001_0000000000000100;  
			 instructions[19] = 32'b000010_00000000000000000000001100;  
			 instructions[20] = 32'b000000_00000_00000_00000_00000_000000;  
			 instructions[21] = 32'b000000_10000_10001_01000_00000_100000;  
			 instructions[22] = 32'b000000_10000_10001_01000_00000_100010;  
			 instructions[23] = 32'b000000_10000_10001_01000_00000_100101;  
			 instructions[24] = 32'b000010_00000000000000000000000001;  
			 instructions[25] = 32'b000000_10000_10001_01000_00000_101010;  
			 instructions[26] = 32'b100011_10001_01000_0000000000000100;  
			 instructions[27] = 32'b101011_10001_01000_0000000000000100;  
			 instructions[28] = 32'b000100_10000_10001_0000000000000100;  
			 instructions[29] = 32'b000010_00000000000000000000001100;  
			 instructions[30] = 32'b000000_10000_10001_01000_00000_100000;  
			 instructions[31] = 32'b000000_10000_10001_01000_00000_100010;  
		end
	always @(*)
		begin
			if (rst)
				begin
					instr_out <= instructions[0];
				end
			else
				begin
					instr_out <= instructions[PC_out];
				end
		end
endmodule
module IF_ID_reg(
	output reg [31:0] instr_out_reg,
	output reg [31:0] PC_out_reg,
	input [31:0] PC_out,
	input [31:0] instr_out, 
	input clk, rst
    );
	always@(posedge clk or posedge rst)
		begin 
			if (rst)
				begin
					instr_out_reg <= 0;
					PC_out_reg <= 0;
				end
			else 
				begin
					instr_out_reg <= instr_out;
					PC_out_reg <= PC_out;
				end
		end
endmodule
module IF(
	 output [31:0] instr_out_reg,
	 output [31:0] PC_out_reg,
    input [31:0] branch_add,		 
	 input [25:0] jump_add, 
	 input PCSrc, Jump, 
	 input clk,
    input rst
    );
	 wire [31:0] PC_out;		 
    wire [31:0] instr_out;
	 PC PC_IF (
    .PC_out(PC_out),		
    .branch_add(branch_add),		
	 .PCSrc(PCSrc),	
	 .jump(Jump),
	 .jump_add(jump_add),
    .clk(clk),
    .rst(rst)
    );
	 Instr_mem instr_IF (
    .instr_out(instr_out),
    .PC_out(PC_out),
    .clk(clk),
    .rst(rst)
    );
	 IF_ID_reg reg1 (
	 .instr_out_reg(instr_out_reg),
	 .PC_out_reg(PC_out_reg),
	 .PC_out(PC_out),
	 .instr_out(instr_out), 
	 .clk(clk),
	 .rst(rst)
    );
endmodule
```
**./run.sh**
```bash
#!/bin/bash
# OpenROAD 26Q1-2900-gdf79404cd8, Yosys 0.63+post, stock flow scripts
make -C /OpenROAD-flow-scripts/flow DESIGN_CONFIG=/design/flow/config.mk WORK_HOME=/design/flow/orfs finish
```
==> flow_summary.yaml <==
# flow metrics
run_status:
  status: "complete, no violations"
clock_tree:
  h-tree-depth: 3
  cts_sinks: 79
  clockRootBuffer: "clkbuf_8"
  cts_tree: "built"
  cts-buffers-inserted: 9
  postCtsHoldBufs: 0
  cts_setup_buffers: 0
  cts_buffer_depth: 2
  insertion_delay_ns: 0.35
  post_cts_resized: 0
  path_clk_slew_ns: 0.09
layout:
  area_growth_syn_to_layout_pct: 32.89
  drive_gt1_share_pct: 8.617
  n_fill_cell: 886
  final_cell_area_um2: 5319
logic_synthesis:
  synth.distinct_cells: 60
  top_area_cell: "dfrtp_1"
  async_flop_share_pct: 100.0
  netlist.area_leader.share_pct: 49.39
  yosys_area_um2: 4003
  synthTopCellsByCount: "dfrtp_1, nand2_1, o21ai_0"
  flop_cell: "dfrtp_1"
  synth_area_um2: 4003
  yosysSeqAreaShare_pct: 49.39
  yosys_warnings: 3
  synthCells: 392
  numSynthFlops: 79
  syn_area_per_cell_um2: 10.21
  edf_count: 0
  ys_cells: 392
  top_cell: "dfrtp_1"
  synth.area.top_cells: "dfrtp_1, ha_1, nand2_1"
job:
  openroad.warnings: 35
  maxCapViolations: 0
critical_path:
  end_kind: "flip-flop"
  crit_path_max_fanout: 35
  slowest_stage: "clkdlybuf4s50_1"
  start_kind: "input pin"
  slowest_delay_ns: 0.75
  path_class: "input pin to flip-flop"
  critPathArrivalTime_ns: 3.15
  required_ns: 7.32
  crit_path_cell_trace: "clkdlybuf4s50_1 > clkinv_2 > o21ai_0 > a21oi_1"
power:
  vdd_drop_max_uv: 98.56
  p_total_mw: 1.034
  switching_power_uw: 291.1
  intPower_uw: 743.0
  powerDensity_nw_per_um2: 194.4
  seqPwrFrac_pct: 50.9
  switching_share_pct: 28.15
  p_clk_share_pct: 29.3
  combPwrFrac_pct: 19.8
  p_leak_nw: 2.137
route:
  drt_iter0_markers: 153
  via_count: 3169
  n_antenna_cell: 0
  drt-pass1-iter-count: 4
  wl_um: 9364
  routed_via_density: 5.014
  antenna_left: 0
  drc_errors: 0
  wl_per_cell_um: 14.82
final_timing:
  rsz0062_at_grt: "no"
  min_period_ns: 2.932
  relSlewSlack_pct: 56.39
  layout_setup_ws_ns: 4.168
  post-route-period-util_pct: 41.29
  max_freq_mhz: 341.1
  skew_ns: 0.01291
  worstMarginPinSlew_ns: 0.6542
  slew_viol_final: 0
  finalHoldViolations: 0
  final.setup.tns_ns: 0
  setup_viol: 0
floorplan:
  fp.coreArea_um2: 9729
  chipArea_um2: 10410
  pin_count: 126
  die_width_um: 102.0
  fp.dieH_um: 102.0
  rows: 36
  fp-utilization_pct: 41.14
placement:
  numPortBuffers: 111
  hpwlAfterDp_um: 6822
  post-place-ws_ns: 3.730
  gp_congestion: 0.8182
  dpl_cell_area_um2: 5140
grt:
  met3_usage_pct: 3.547
  grt_max_degree: 47
  grt_overflow: 0
  grt_pass1_vias: 2856
  grt_pass1_wl_um: 14900
  antenna_found_initial: 0
  top_usage_layer: "met1"
  grt_usage_pct: 19.02
  use_met1_pct: 32.20
  use_met2_pct: 27.00
hold_path:
  min_path_type: "flip-flop to flip-flop"
cells in the final DEF (no fill, tap or decap), drive strengths merged, types with 7 or more instances in the layout:
cell type	instances
nor2	20
dfrtp	79
nand2	35
o21ai	30
xor2	12
a21oi	20
clkdlybuf4s50	111
nand4	10
conb	14
nand3	13
xnor2	11
o22ai	10
inv	11
ha	13
clkbuf	9
nor3	7
nand2b	9
a22oi	11
stage by stage:
stage / hold WS, ns / cells / util (%)
detailed placement: 0.3914 / 616 / 52.83
floorplan: 0.3618 / 405 / -
global route: 0.4387 / 632 / 54.67
finish: 0.4074 / 632 / 54.67
global placement: 0.3893 / 616 / 52.83
CTS: 0.4116 / 632 / 54.67
path summary, 6_finish.rpt:
path,startpoint,to,slack (ns),cells past startpoint
setup / recovery,rst,reg1.instr_out_reg[16],4.17,4
hold / removal,PC_IF.PC_out[31],reg1.PC_out_reg[31],0.41,0
setup reg to reg,PC_IF.PC_out[2],PC_IF.PC_out[25],4.70,6
hold reg to reg,PC_IF.PC_out[31],reg1.PC_out_reg[31],0.41,0
max in group asynchronous,rst,reg1.PC_out_reg[20],4.35,3
min in group asynchronous,rst,reg1.instr_out_reg[2],1.77,2
layer usage:
metal | wire [um] | part of all wire (%)
met1 | 4562 | 49
met2 | 4188 | 45
met3 | 477 | 5.1
met4 | 136 | 1.5
met5 | 0 | 0
area by class of cell:
type | count | area [um^2] | share of cell area, %
Inverter | 10 | 38.79 | 0.7292
Clock buffer | 9 | 123.9 | 2.329
Multi-Input combinational cell | 278 | 1809 | 34.02
Sequential cell | 79 | 1977 | 37.17
Clock inverter | 7 | 55.05 | 1.035
Timing Repair Buffer | 116 | 1149 | 21.59
Tap cell | 133 | 166.4 | 3.129
logic make-up after synthesis:
family / Yosys count / share of synthesized area (%)
simple gates: 126 / 17.38
compound gates: 91 / 14.19
flops: 79 / 49.39
mux: 11 / 3.220
fa+ha+maj: 13 / 4.064
xor+xnor: 23 / 5.033
other cells: 1 / 0.09369
buf+inv: 48 / 6.627
power by group through the flow:
stage | Clock, mW | Sequential, mW | Combinational, mW
CTS | 0.312 | 0.527 | 0.207
global route | 0.333 | 0.534 | 0.229
finish | 0.303 | 0.527 | 0.205
worst max-delay path: cells and delay by family:
| kind | cells | cell delay [ns] |
|---|---|---|
| buf+inv | 2 | 1.36 |
| compound gates | 2 | 0.37 |
Power and IR drop assume default switching activity.
