$ cat /design/flow/run.sh
#!/bin/bash
# OpenROAD 26Q1-2900-gdf79404cd8, Yosys 0.63+post, stock flow scripts
make -C /OpenROAD-flow-scripts/flow DESIGN_CONFIG=/design/flow/config.mk WORK_HOME=/design/flow/orfs finish
$ cat /design/flow/config.mk
export PLATFORM = sky130hd
export DESIGN_NAME = EXE
export DESIGN_NICKNAME = EXE
export VERILOG_FILES = /design/flow/design.v
export SDC_FILE = /design/flow/constraint.sdc
export NUM_CORES = 4
export LEC_CHECK = 1
export CORE_UTILIZATION = 40
$ cat /design/flow/constraint.sdc
current_design EXE

set clk_period 14.2
set clk_io_pct 0.2

create_clock -name clk0 -period $clk_period [get_ports {clk}]

set non_clock_inputs [all_inputs -no_clocks]
set_input_delay [expr $clk_period * $clk_io_pct] -clock clk0 $non_clock_inputs
set_output_delay [expr $clk_period * $clk_io_pct] -clock clk0 [all_outputs]
$ cat /design/flow/design.v
module PC_branch(
	 output reg [31:0] branchAddOut,		 
    input [31:0] addFromPC,		 
    input [31:0] branch_add,		 
    input clk,
    input rst
    );
	reg [31:0]	temp_branch;
	always @(posedge clk or posedge rst)
		begin
			if (rst)
				begin
					branchAddOut <= 0;
				end
			else
				begin
					temp_branch <= branch_add << 2;
					branchAddOut <= temp_branch + addFromPC;
				end			
		end
endmodule
module ALUcontrol(
	output reg [3:0] ALUoperation,
	input [1:0] ALUop_controlSignals,
	input [5:0] funct,
	input clk, rst
    );
	always @(*)
		begin
			if (rst) 
				begin
					ALUoperation <= 0;
				end
			else 
				begin
					case (ALUop_controlSignals)
						2'b00:
							begin
								ALUoperation <= 4'b0010;
							end
						2'b01: ALUoperation <= 4'b0110;
						2'b10:
							begin
								case (funct)
									6'b100000: ALUoperation <= 4'b0010;
									6'b100010: ALUoperation <= 4'b0110;
									6'b100100: ALUoperation <= 4'b0000;
									6'b100101: ALUoperation <= 4'b0001;
									6'b101010: ALUoperation <= 4'b0111;
									default: ALUoperation <= 4'b0010;
								endcase
							end
						default: ALUoperation <= 4'b0010;
					endcase
				end
		end
endmodule
module ALU(
	output reg [31:0] ALUresult,
	output reg zero,
	input [31:0] Rs_Data, Rt_Data,
	input [31:0] ext_imm,
	input [3:0] ALUoperation, 
	input ALUsrc, clk, rst
    );
	always @(*)
		begin
			if (rst)
				begin
					ALUresult <= 0;
					zero <= 0;
				end
			else 
				begin 
					case (ALUoperation)
						4'b0010:
							begin 
								if (ALUsrc)
									begin
										ALUresult <= Rs_Data + ext_imm;
									end
								else
									begin
										ALUresult <= Rs_Data + Rt_Data;
									end
							end
						4'b0110:
							begin 
								if (ALUsrc)
									begin
										ALUresult <= Rs_Data - ext_imm;
									end
								else
									begin
										ALUresult <= Rs_Data - Rt_Data;
									end
							end
						4'b0000: ALUresult <= Rs_Data & Rt_Data;
						4'b0001: ALUresult <= Rs_Data | Rt_Data;
						4'b0111: ALUresult <= (Rs_Data < Rt_Data) ? 1 : 0;
						default: ALUresult <= 0;
					endcase
					if (ALUresult == 0)
						begin
							zero <= 1;
						end
					else
						begin
							zero <= 0;
						end
				end
		end
endmodule 
module EXE_MEM_reg(
	 output reg Branch_regOut,
    output reg MemWrite_regOut,
    output reg MemRead_regOut,
    output reg MemToReg_regOut,
    output reg RegWriteFromCS_regOut,
    output reg zeroOut,
    output reg [4:0] DestinationOut,
	 output reg [31:0] branchAddOut, ALUresultOut, Rt_Data_out,
	 input Branch_regIn,
    input MemWrite_regIn,
    input MemRead_regIn,
    input MemToReg_regIn,
    input RegWriteFromCS_regIn,
    input zeroIn,
    input [4:0] DestinationIn,
	 input [31:0] branchAddIn, ALUresultIn, Rt_Data_in,
	 input clk, rst
    );
	always@(posedge clk or posedge rst)
		begin 
			if (rst)
				begin
					 Branch_regOut <= 0;
					 MemWrite_regOut <= 0;
					 MemRead_regOut <= 0;
					 MemToReg_regOut <= 0;
					 RegWriteFromCS_regOut <= 0;
					 zeroOut <= 0;
					 DestinationOut <= 0;
					 branchAddOut <= 0;
					 ALUresultOut <= 0;
					 Rt_Data_out <= 0;		
				end
			else 
				begin
					 Branch_regOut <= Branch_regIn;
					 MemWrite_regOut <= MemWrite_regIn;
					 MemRead_regOut <= MemRead_regIn;
					 MemToReg_regOut <= MemToReg_regIn;
					 RegWriteFromCS_regOut <= RegWriteFromCS_regIn;
					 zeroOut <= zeroIn;
					 DestinationOut <= DestinationIn;
					 branchAddOut <= branchAddIn;
					 ALUresultOut <= ALUresultIn;
					 Rt_Data_out <= Rt_Data_in;	
				end
		end
endmodule
module EXE(
	 output Branch_regOut,
    output MemWrite_regOut,
    output MemRead_regOut,
    output MemToReg_regOut,
    output RegWriteFromCS_regOut,
    output zero,
    output [4:0] Destination,
	 output [31:0] branchAddOut, ALUresult, Rt_Data_out,
	 input [31:0] PC_out_reg_out,
    input [31:0] Rs_Data_reg,
    input [31:0] Rt_Data_reg,
    input [31:0] ext_imm_reg,
    input [4:0] rt_add_reg,
    input [4:0] rd_add_reg,			 
    input [1:0] ALUop_reg,
    input RegDst_reg,
    input ALUsrc_reg,
    input Branch_reg,
    input MemWrite_reg,
    input MemRead_reg,
    input MemToReg_reg,
    input RegWriteFromCS_reg, clk, rst
    );
	wire [3:0] ALUoperation;
	wire [31:0] branch_address;
	wire [31:0] ALUresult_temp;
	wire zeroIn;
	wire [4:0] DestinationIn;
	ALUcontrol alu_control (
		.ALUoperation(ALUoperation),
		.ALUop_controlSignals(ALUop_reg),
		.funct(ext_imm_reg[5:0]),
		.clk(clk),
		.rst(rst)
	);
	ALU alu (
		.ALUresult(ALUresult_temp),
		.zero(zeroIn),
		.Rs_Data(Rs_Data_reg),
		.Rt_Data(Rt_Data_reg),
		.ext_imm(ext_imm_reg),	
		.ALUoperation(ALUoperation),
		.ALUsrc(ALUsrc_reg)
	);
	PC_branch pc_branch (
		.branchAddOut(branch_address),
		.addFromPC(PC_out_reg_out),
		.branch_add(ext_imm_reg),
		.clk(clk),
		.rst(rst)
	);
	assign DestinationIn = (RegDst_reg) ? rd_add_reg : rt_add_reg;
	EXE_MEM_reg exe_mem_reg (
		.Branch_regOut(Branch_regOut),
		.MemWrite_regOut(MemWrite_regOut),
		.MemRead_regOut(MemRead_regOut),
		.MemToReg_regOut(MemToReg_regOut),
		.RegWriteFromCS_regOut(RegWriteFromCS_regOut),
		.zeroOut(zero),
		.DestinationOut(Destination),
		.branchAddOut(branchAddOut),
		.ALUresultOut(ALUresult),
		.Rt_Data_out(Rt_Data_out),
		.Branch_regIn(Branch_reg),
		.MemWrite_regIn(MemWrite_reg),
		.MemRead_regIn(MemRead_reg),
		.MemToReg_regIn(MemToReg_reg),
		.RegWriteFromCS_regIn(RegWriteFromCS_reg),
		.zeroIn(zeroIn),
		.DestinationIn(DestinationIn),
		.branchAddIn(branch_address),
		.ALUresultIn(ALUresult_temp),
		.Rt_Data_in(Rt_Data_reg),
		.clk(clk),
		.rst(rst)
	);
endmodule
==> results_slide.txt <==
Implementation Results

Floorplanning
  – Starting utilization of the core area: 0.405
  – Die width: 189 µm
  – Core area: 34500 µm²
  – Floorplan die height: 189 µm
  – # IOs: 256
  – Die Area: 35600 µm²
  – Std cell rows: 68

Clock network
  – Longest Clk Path Bufs: 2
  – Setup fix buffers added after clock tree synthesis: 0
  – Cts-stage hold buffer count: 0
  – Number of clock sinks: 169
  – H-tree depth: 4
  – TritonCTS clock tree: yes
  – Late-Pin Clk Latency: 0.45 ns
  – Clock buffers created by TritonCTS: 17
  – Clock-pin slew on the worst setup and hold paths: 0.07 ns
  – CTS root buffer: clkbuf_16
  – Post-cts resize count: 0

Power and ir drop
  – VDD IR max: 0.0000866 V
  – Total power density per cell area: 94.8 nW/µm²
  – Lkg Pwr: 7.83 nW
  – Total chip power: 1.66 mW

Synthesis
  – Part of the Yosys area used for sequential elements: 0.314
  – Yosys Warn Count: 5
  – Number of flops mapped to enable cells by yosys: 30
  – Number of instances in the synthesized netlist: 1550
  – Area reported by Yosys stat: 14000 µm²
  – Post-synth area hogs: dfrtp_1 25%, ha_1 17%, edfxtp_1 6.5%
  – Avg Inst Size Synth: 9.00 µm²
  – Ys flop type: dfrtp_1
  – Ys async rst share: 0.822
  – Netlist area before placement: 14000 µm²
  – Flops after synth: 169
  – Largest area contributor in the netlist: dfrtp_1
  – Unique cell types: 95
  – Max-area cell share: 0.249
  – Cell total in the yosys stat output: 1550

GRT
  – Aggregate global routing overflow: 0
  – First-pass GRT wire length: 71300 µm
  – Combined global-route utilization of all metal layers: 0.274
  – Number of global-route vias before repair: 11900
  – Largest net degree at the start of global routing: 64
  – Antenna violations before repair: 3

Outcome
  – Result of the run: finished clean

Route
  – Wire length reported by the detailed router: 47100 µm
  – Routed via count divided by cell count: 5.57
  – Vias after detailed routing: 12600
  – Wire per inst: 20.9 µm
  – Drt drc: 0
  – DR iter-0 viols: 787
  – Detail Route Antenna Nets: 0
  – Detailed-router iteration count before antenna repair: 7

Final layout
  – Growth of design area from synthesis to finish: 25.6%
  – Layout fillers: 3175
  – Share of layout cells above drive strength 1: 0.0594
  – Multi-input gate area: 8830 µm²
  – Area of all placed cells without fillers: 17500 µm²
  – Sequential cell area: 4380 µm²

Worst setup path
  – Kind of cell adding the most delay to the critical path: simple AND/OR/NAND/NOR gates
  – Arrival time of the worst setup path: 7.62 ns
  – CP max-delay cell: buf_4
  – Worst path required time: 14.58 ns
  – Setup Crit Path Kind: in -> reg
  – Most frequent cell on the critical path: and4b_1
  – CP Capture Type: flop
  – Stage delay of the slowest cell on the critical path: 0.56 ns
  – Critical path cell sequence: buf_2 -> buf_4 -> nand2_1 -> a21boi_0 -> inv_1 -> ha_1 -> a211oi_1 -> o21a_2 -> nor2_2 -> a21oi_2 -> xor2_1 -> o221ai_1 -> a311o_1 -> or4_1 -> nor4_1 -> and4b_1 -> and4b_1
  – Buffering stage count on the worst path with inverters included: 3
  – Type of origin of the critical path: input port
  – Worst Path Max Fanout: 45

Final timing
  – Count of final max-slew check failures: 0
  – Minimum period implied by the final worst setup slack: 7.24 ns
  – Clock skew: 0.0130 ns
  – Final setup violation count: 0
  – Final period utilization: 0.510
  – Total negative slack for setup checks: 0 ns
  – Final Hold Violating Endpoints: 0
  – Worst setup margin: 6.96 ns
  – Transition at the pin with the smallest max-transition slack: 0.726 ns
  – Setup repair after global routing missed its margin: false
  – Max_slew headroom: 0.516
  – Fmax: 138 MHz

Placement
  – Port Buffers: 255
  – GPL Wtd Cong: 0.989
  – Placed cell areas: 16900 µm²
  – Placed wire-length estimate after detailed placement: 38100 µm
  – Place WS: 6.61 ns

Job
  – Log Warnings: 90
  – Total of max-cap violations: 0

Min path
  – Type of the worst min-delay path: reg -> reg
-- path summary, 6_finish.rpt --
kind	start	endpoint	slack [ns]	cells after the start
worst max-delay path	ALUsrc_reg	exe_mem_reg.zeroOut	6.96	17
worst min-delay path	pc_branch.branchAddOut[23]	exe_mem_reg.branchAddOut[23]	0.35	0
worst max register to register	pc_branch.temp_branch[10]	pc_branch.branchAddOut[24]	10.76	12
worst min register to register	pc_branch.branchAddOut[23]	exe_mem_reg.branchAddOut[23]	0.35	0
max in group asynchronous	rst	exe_mem_reg.branchAddOut[29]	9.89	3
min in group asynchronous	rst	exe_mem_reg.ALUresultOut[1]	3.15	2
-- final cells by class --
cell class | instances | area share
well taps | 455 | 0.0325
repair buffers | 265 | 0.150
clock buffers | 22 | 0.0283
multi-input cells | 1192 | 0.504
clock inverters | 9 | 0.00428
diodes | 2 | 0.000286
inverters | 143 | 0.0309
flip-flops and latches | 169 | 0.250
-- registers in the layout, summed over array words and instances (netlist names) --
register and flops:
exe_mem_reg.branchAddOut 32, exe_mem_reg.DestinationOut 5, exe_mem_reg.Branch_regOut 1, exe_mem_reg.zeroOut 1, exe_mem_reg.MemWrite_regOut 1, exe_mem_reg.RegWriteFromCS_regOut 1
exe_mem_reg.Rt_Data_out 32, pc_branch.temp_branch 30, exe_mem_reg.MemRead_regOut 1, pc_branch.branchAddOut 32, exe_mem_reg.MemToReg_regOut 1, exe_mem_reg.ALUresultOut 32
-- cell families after synthesis --
kind of cell / synth area share
mux: 0.0122
compound gates: 0.228
xor+xnor: 0.0565
fa+ha+maj: 0.175
buf+inv: 0.0554
flops: 0.314
simple gates: 0.159
-- stage by stage --
| step | hold WS (ns) | std cells | utilization |
|---|---|---|---|
| after floorplan | 0.331 | 1550 | - |
| after global placement | 0.332 | 2224 | 0.492 |
| after detailed placement | 0.335 | 2224 | 0.492 |
| after CTS | 0.349 | 2255 | 0.508 |
| after global routing | 0.353 | 2257 | 0.509 |
| final | 0.347 | 2257 | 0.509 |
-- routing by layer --
layer,up-vias,global-route usage,part of all wire
met5,-,0,0
met4,0,0.0639,0.027
met3,49,0.0698,0.090
met2,514,0.368,0.40
met1,5921,0.446,0.49
li1,6091,-,-
-- synthesized netlist by cell type, types with 11 or more instances --
| cell | count |
|---|---|
| a211oi_1 | 15 |
| a21o_1 | 40 |
| a21oi_1 | 114 |
| a31oi_1 | 16 |
| and2_1 | 12 |
| and3_1 | 13 |
| clkbuf_1 | 32 |
| dfrtp_1 | 139 |
| edfxtp_1 | 30 |
| ha_1 | 189 |
| inv_1 | 143 |
| nand2_1 | 126 |
| nand2b_1 | 18 |
| nand3_1 | 26 |
| nand4_1 | 14 |
| nor2_1 | 85 |
| nor2b_1 | 20 |
| nor3_1 | 27 |
| nor4_1 | 19 |
| o211ai_1 | 24 |
| o21a_1 | 13 |
| o21ai_0 | 101 |
| o21bai_1 | 15 |
| o221ai_1 | 11 |
| or3_1 | 13 |
| xnor2_1 | 62 |
| xor2_1 | 28 |
-- layout by cell type (no fill, tap or decap), types with 13 or more instances in the layout --
master           synthesis  layout
clkdlybuf4s50_1          0     254
ha_1                   189     189
inv_1                  143     142
dfrtp_1                139     139
nand2_1                126     126
a21oi_1                114     114
o21ai_0                101     101
nor2_1                  85      85
xnor2_1                 62      62
a21o_1                  40      40
edfxtp_1                30      30
xor2_1                  28      28
nand3_1                 26      26
nor3_1                  27      26
o211ai_1                24      24
nor2b_1                 20      20
clkbuf_16                0      19
nand2b_1                18      18
nor4_1                  19      17
a31oi_1                 16      16
a211oi_1                15      15
o21bai_1                15      15
nand4_1                 14      14
and3_1                  13      13
o21a_1                  13      13
or3_1                   13      13
-- power by group --
part           total [mW]  internal (mW)  switching, mW
Clock               0.460          0.253          0.207
Sequential          0.589          0.568         0.0209
Combinational       0.612          0.291          0.321
Total                1.66           1.11          0.550
No activity file was given, so power comes from the tool's default toggle rates.
