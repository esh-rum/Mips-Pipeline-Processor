File: flow/design.v
module decoder(
	output reg [25:0] add_jType, 
	output reg [15:0] imm_val_iType,
	output reg [5:0] opcode_instr,	
	output reg [5:0] funct_instr,	
	output reg [4:0] rs_add,	
	output reg [4:0] rt_add,	
	output reg [4:0] rd_add,	
	output reg [4:0] shamt,
	input [31:0] instr_out_reg,	 
	input clk, rst
    );
	always @(*)
		begin
			if(rst)
				begin
					add_jType = 0;
					imm_val_iType <= 0;
					opcode_instr <= 0;
					funct_instr <= 0;
					rs_add <= 0;
					rt_add <= 0;
					rd_add <= 0;
					shamt <= 0;
				end
			else
				begin 
					add_jType = instr_out_reg[25:0];
					imm_val_iType <= instr_out_reg[15:0];
					opcode_instr <= instr_out_reg[31:26];
					funct_instr <= instr_out_reg[5:0];
					rs_add <= instr_out_reg[25:21];
					rt_add <= instr_out_reg[20:16];
					rd_add <= instr_out_reg[15:11];
					shamt <= instr_out_reg[10:6];
				end
		end
endmodule
module controlSignals(
	output reg RegDst,
	output reg ExtOp,
	output reg ALUsrc,
	output reg Branch,
	output reg Jump, 
	output reg MemWrite,
	output reg MemRead,
	output reg MemToReg,
	output reg RegWriteFromCS,
	output reg [1:0]ALUop,
	input[5:0] opcode_instr,
	input clk, rst
    );
	always @(*)
		begin
			if(rst)
				begin 
					ALUop <= 2'b00;
					RegDst <= 0;
					ExtOp <= 0;	
					ALUsrc <= 0;
					Branch <= 0;
					Jump <= 0;
					MemWrite <= 0;
					MemRead <= 0;
					MemToReg <= 0;
					RegWriteFromCS <= 0; 
				end
			else
				begin
					case(opcode_instr)
						6'b100011:		 
							begin
								ALUop <= 2'b00;
								RegDst <= 0;
								ExtOp <= 1;	
								ALUsrc <= 1;
								Branch <= 0;
								Jump <= 0;
								MemWrite <= 0;
								MemRead <= 1;
								MemToReg <= 1;
								RegWriteFromCS <= 1; 
							end
						6'b101011:		 
							begin
								ALUop <= 2'b00;
								RegDst <= 0;
								ExtOp <= 1;
								ALUsrc <= 1;
								Branch <= 0;
								Jump <= 0;
								MemWrite <= 1;
								MemRead <= 0;
								MemToReg <= 0;
								RegWriteFromCS <= 0; 
							end
						6'b000100:		 
							begin
								ALUop <= 2'b01;
								RegDst <= 0;
								ExtOp <= 1;
								ALUsrc <= 0;
								Branch <= 1;
								Jump <= 0;
								MemWrite <= 0;	
								MemRead <= 0;
								MemToReg <= 0;
								RegWriteFromCS <= 0;
							end
						6'b000000:		 
							begin
								ALUop <= 2'b10;
								RegDst <= 1;
								ExtOp <= 0;	
								ALUsrc <= 0;
								Branch <= 0;
								Jump <= 0;
								MemWrite <= 0;
								MemRead <= 0;
								MemToReg <= 1;
								RegWriteFromCS <= 1; 
							end
						6'b000010:
							begin
								ALUop = 2'b00;
								RegDst = 0;
								ExtOp = 0;	
								ALUsrc = 0;
								Branch = 0;
								Jump = 1;
								MemWrite = 0;
								MemRead = 0;
								MemToReg = 0;
								RegWriteFromCS = 0; 
							end
						default:
							begin
								ALUop <= 2'b01;
								RegDst <= 0;
								ExtOp <= 1;	
								ALUsrc <= 0;
								Branch <= 1;
								Jump <= 0;
								MemWrite <= 0;	
								MemRead <= 0;
								MemToReg <= 0;
								RegWriteFromCS <= 0;
							end
					endcase
				end
		end
endmodule
module regFile(
	output [31:0] Rs_Data, Rt_Data, 		 
	output reg [31:0] Rd_data,
	input regWriteFromWB, regDst, extOp, clk, rst,
	input [4:0] rs_add, rt_add,
	input [31:0] writeData,			 
	input [4:0] Destination			 
    );
	reg [31:0] regFile [0:31];
	initial 
		begin
			regFile[0] = 32'h00000000; 
			regFile[1] = 32'h00000001; 
			regFile[2] = 32'h00000002;
			regFile[3] = 32'h00000003;
			regFile[4] = 32'h00000004;
			regFile[5] = 32'h00000005;
			regFile[6] = 32'h00000006;
			regFile[7] = 32'h00000007;
			regFile[8] = 32'h00000008;
			regFile[9] = 32'h00000009;
			regFile[10] = 32'h0000000A;
			regFile[11] = 32'h0000000B;
			regFile[12] = 32'h0000000C;
			regFile[13] = 32'h0000000D;
			regFile[14] = 32'h0000000E;
			regFile[15] = 32'h0000000F;
			regFile[16] = 32'h00000011;
			regFile[17] = 32'h00000012;
			regFile[18] = 32'h00000013;
			regFile[19] = 32'h00000014;
			regFile[20] = 32'h00000015;
			regFile[21] = 32'h00000016;
			regFile[22] = 32'h00000017;
			regFile[23] = 32'h00000018;
			regFile[24] = 32'h00000019;
			regFile[25] = 32'h0000001A;
			regFile[26] = 32'h0000001B;
			regFile[27] = 32'h0000001C;
			regFile[28] = 32'h0000001D;
			regFile[29] = 32'h0000001E;
			regFile[30] = 32'h0000001F;
			regFile[31] = 32'h00000010;
		end
	assign Rs_Data = regFile[rs_add];
	assign Rt_Data = regFile[rt_add];
	always @(posedge clk or posedge rst)
	begin
		if (rst)
			begin
				Rd_data <= 32'b0;
			end
		else
			begin
				if (regWriteFromWB)
					begin
						regFile[Destination] <= writeData;
					end
			end
	end
endmodule
module ext_immediate(
	 output reg [31:0] ext_imm,
	 input [15:0] imm_val_iType,
	 input extOp,
	 input clk, rst
    );
	always @(*) 		
		begin
			if (rst)
				begin
					ext_imm <= 0;
				end
			else 
				begin 
					if (extOp) 
						begin		 
							ext_imm <= { {16{imm_val_iType[15]}}, imm_val_iType};
						end
					else 
						begin		 
							ext_imm <= {16'b0, imm_val_iType};
						end
				end
		end
endmodule
module ID_EXE_reg(
	output reg RegDst_reg,
	output reg ALUsrc_reg,
	output reg Branch_reg,
	output reg Jump_reg, 
	output reg MemWrite_reg,
	output reg MemRead_reg,
	output reg MemToReg_reg,
	output reg RegWriteFromCS_reg,
	output reg [1:0] ALUop_reg,	
	output reg [4:0] rt_add_reg,	
	output reg [4:0] rd_add_reg,
	output reg [31:0] Rs_Data_reg, Rt_Data_reg,
	output reg [31:0] ext_imm_reg,
	output reg [31:0] PC_out_reg_out, 
	output reg [25:0] add_jType_out, 
	input RegDst,
	input ALUsrc,
	input Branch,
	input Jump, 
	input MemWrite,
	input MemRead,
	input MemToReg,
	input RegWriteFromCS,
	input [1:0] ALUop,	
	input [4:0] rt_add,	
	input [4:0] rd_add,
	input [31:0] Rs_Data, Rt_Data,
	input [31:0] ext_imm,
	input [31:0] PC_out_reg_in, 
	input [25:0] add_jType_in, 
	input clk, rst
    );
	 always@(posedge clk or posedge rst)
		begin 
			if (rst)
				begin
					RegDst_reg <= 0; 
					ALUsrc_reg <= 0;
					Branch_reg <= 0;
					Jump_reg <= 0;
					MemWrite_reg <= 0;
					MemRead_reg <= 0;
					MemToReg_reg <= 0;
					RegWriteFromCS_reg <= 0;
					ALUop_reg <= 0;
					rt_add_reg <= 0;
					rd_add_reg <= 0;
					Rs_Data_reg <= 0;
					Rt_Data_reg <= 0;
					ext_imm_reg <= 0;
					PC_out_reg_out <= 0;	
					add_jType_out <= 0;
				end
			else 
				begin
					RegDst_reg <= RegDst; 
					ALUsrc_reg <= ALUsrc;
					Branch_reg <= Branch;
					Jump_reg <= Jump;
					MemWrite_reg <= MemWrite;
					MemRead_reg <= MemRead;
					MemToReg_reg <= MemToReg;
					RegWriteFromCS_reg <= RegWriteFromCS;
					ALUop_reg <= ALUop;
					rt_add_reg <= rt_add;
					rd_add_reg <= rd_add;
					Rs_Data_reg <= Rs_Data;
					Rt_Data_reg <= Rt_Data;
					ext_imm_reg <= ext_imm;
					PC_out_reg_out <= PC_out_reg_in;	
					add_jType_out <= add_jType_in;
				end
		end
endmodule
module ID(
    output [31:0] PC_out_reg_out,
    output [31:0] Rs_Data_reg,
    output [31:0] Rt_Data_reg,
    output [31:0] ext_imm_reg,
    output [4:0] rt_add_reg,
    output [4:0] rd_add_reg,			 
    output [1:0] ALUop_reg,
	 output [25:0] add_jType_out, 
	 output Jump_reg, 
    output RegDst_reg,
    output ALUsrc_reg,
    output Branch_reg,
    output MemWrite_reg,
    output MemRead_reg,
    output MemToReg_reg,
    output RegWriteFromCS_reg,
	 input regWriteFromWB, 				 
	 input [31:0] writeData,			 
	 input [4:0] Destination, 			 
    input [31:0] instr_out_reg,  
    input [31:0] PC_out_reg_in,  
    input clk, 
    input rst
    );
    wire [5:0] opcode_instr;
    wire [5:0] funct_instr;
    wire [4:0] rs_add;
    wire [4:0] rt_add;
    wire [4:0] rd_add;
    wire [4:0] shamt;
    wire [15:0] imm_val_iType;
    wire [31:0] Rs_Data;
    wire [31:0] Rt_Data;
    wire [31:0] Rd_Data;
    wire [31:0] ext_imm;
	 wire [25:0] add_jType;
    wire RegDst;
    wire ExtOp;
    wire ALUsrc;
    wire Branch;
    wire MemWrite;
    wire MemRead;
    wire MemToReg;
    wire RegWriteFromCS, jump;
    wire [1:0] ALUop;
    decoder decode (
        .add_jType(add_jType),
		  .imm_val_iType(imm_val_iType),
        .opcode_instr(opcode_instr),
        .funct_instr(funct_instr),
        .rs_add(rs_add),
        .rt_add(rt_add),
        .rd_add(rd_add),
        .shamt(shamt),
        .instr_out_reg(instr_out_reg),
        .clk(clk),
        .rst(rst)
    );
    controlSignals control (
        .RegDst(RegDst),
        .ExtOp(ExtOp),
        .ALUsrc(ALUsrc),
        .Branch(Branch),
		  .Jump(jump),
        .MemWrite(MemWrite),
        .MemRead(MemRead),
        .MemToReg(MemToReg),
        .RegWriteFromCS(RegWriteFromCS),
        .ALUop(ALUop),
        .opcode_instr(opcode_instr),
        .clk(clk),
        .rst(rst)
    );
    regFile registers (
        .Rs_Data(Rs_Data),
        .Rt_Data(Rt_Data),
        .Rd_data(Rd_data), 
        .regWriteFromWB(regWriteFromWB), 
        .regDst(RegDst),
        .extOp(ExtOp),
        .clk(clk),
        .rst(rst),
        .rs_add(rs_add),
		  .rt_add(rt_add), 
        .writeData(writeData), 
        .Destination(Destination)
    );
    ext_immediate extender (
        .ext_imm(ext_imm),
        .imm_val_iType(imm_val_iType),
		  .extOp(ExtOp),
        .clk(clk),
        .rst(rst)
    );
    ID_EXE_reg reg2 (
        .RegDst_reg(RegDst_reg),
        .ALUsrc_reg(ALUsrc_reg),
        .Branch_reg(Branch_reg),
		  .Jump_reg(Jump_reg),
        .MemWrite_reg(MemWrite_reg),
        .MemRead_reg(MemRead_reg),
        .MemToReg_reg(MemToReg_reg),
        .RegWriteFromCS_reg(RegWriteFromCS_reg),
        .ALUop_reg(ALUop_reg),
        .rt_add_reg(rt_add_reg),
        .rd_add_reg(rd_add_reg),
        .Rs_Data_reg(Rs_Data_reg),
        .Rt_Data_reg(Rt_Data_reg),
        .ext_imm_reg(ext_imm_reg),
        .PC_out_reg_out(PC_out_reg_out),
		  .add_jType_out(add_jType_out),
        .RegDst(RegDst),
        .ALUsrc(ALUsrc),
        .Branch(Branch),
		  .Jump(jump),
        .MemWrite(MemWrite),
        .MemRead(MemRead),
        .MemToReg(MemToReg),
        .RegWriteFromCS(RegWriteFromCS),
        .ALUop(ALUop),
        .rt_add(rt_add),
        .rd_add(rd_add),
        .Rs_Data(Rs_Data),
        .Rt_Data(Rt_Data),
        .ext_imm(ext_imm),
        .PC_out_reg_in(PC_out_reg_in),
		  .add_jType_in(add_jType),
        .clk(clk),
        .rst(rst)
    );
endmodule
File: flow/config.mk
export PLATFORM = sky130hd
export DESIGN_NAME = ID
export DESIGN_NICKNAME = ID
export VERILOG_FILES = /design/flow/design.v
export SDC_FILE = /design/flow/constraint.sdc
export NUM_CORES = 4
export LEC_CHECK = 1
export CORE_UTILIZATION = 50
File: flow/constraint.sdc
current_design ID

set clk_period 2.0
set clk_io_pct 0.2

create_clock -name clk0 -period $clk_period [get_ports {clk}]

set non_clock_inputs [all_inputs -no_clocks]
set_input_delay [expr $clk_period * $clk_io_pct] -clock clk0 $non_clock_inputs
set_output_delay [expr $clk_period * $clk_io_pct] -clock clk0 [all_outputs]
File: flow/run.sh
#!/bin/bash
# OpenROAD 26Q1-2900-gdf79404cd8, Yosys 0.63+post, stock flow scripts
make -C /OpenROAD-flow-scripts/flow DESIGN_CONFIG=/design/flow/config.mk WORK_HOME=/design/flow/orfs finish
==> flow_metrics.py <==
# Generated from Yosys and OpenROAD reports
metrics = {
    "routing": {
        "via_per_inst": 7.65,
        "drc_errors": 0,
        "vias": 44005,
        "drt_iter0_drc": 5113,
        "routed_wirelength_mm": 268,
        "drtAntennaViolNets": 0,
        "wl_per_cell_um": 46.6,
        "first_pass_iters": 10,
    },
    "status": {
        "status": "complete, but fails checks",
        "violations": "setup timing",
    },
    "floorplanning": {
        "die_w_um": 317,
        "fp-utilization": 0.504,
        "rows": 115,
        "die_h_um": 317,
        "core_um2": 98300,
        "io_pins": 278,
        "die-area_um2": 100000,
    },
    "worst_setup_path": {
        "reg2reg_from": "registers.regFile[2][9]$_DFFE_PP_",
        "critPathArrivalTime_ps": 2760,
        "reg2reg_setup_slack_ps": 30,
        "worstSetupEndpointType": "flip-flop",
        "path_max_fanout": 12,
        "cp-startpoint": "rst",
        "cp-start-kind": "primary input",
        "reg2reg_to": "reg2.Rs_Data_reg[9]$_DFF_PP0_",
        "critPathKind": "in2reg",
        "critPathCapture": "reg2.Rs_Data_reg[8]$_DFF_PP0_",
        "worst_r2r_path_depth": 5,
        "worstPathRequired_ps": 2620,
    },
    "clock_tree": {
        "clock_path_buffers": 3,
        "cts.sinks": 1156,
        "clock_latency_ps": 750,
        "clockRootBuffer": "clkbuf_16",
        "cts_inserted_buffers": 119,
        "clk_pin_slew_ps": 60,
        "htree_levels": 3,
        "ctsHoldBuffers": 0,
        "cts_tree": "yes",
    },
    "timing": {
        "period_needed_ps": 2140,
        "setup_ws_ps": -143,
        "worstMarginPinSlew_ps": 893,
        "fmax_mhz": 467,
        "relSlewSlack": 0.401,
        "setup_viol_count_final": 23,
        "finalClockPeriodUsage": 1.07,
        "clock_skew_ps": 20.7,
        "fin_tns_setup_ps": -1420,
        "hold_viol_final": 0,
        "maxSlewViolCount": 0,
    },
    "final_layout": {
        "nFillCells": 6517,
        "top_register": "registers.regFile",
        "area_delta_synth_final_pct": 32.1,
        "drive_gt1_frac": 0.242,
        "largest_reg_flops": 1024,
        "instances_no_fill": 5753,
        "layout.area.comb_um2": 14700,
        "final-seq-area_um2": 34100,
    },
    "grt": {
        "grt_use_total": 0.589,
        "use_met2": 0.735,
        "first_global_vias": 45785,
        "use_met1": 0.639,
        "grt.busiest_layer": "met2",
        "grt_pass1_wl_mm": 362,
        "grt_max_degree": 65,
        "use_met3": 0.515,
        "grt_overflow_total": 0,
        "antenna_found_initial": 29,
    },
    "synthesis": {
        "yosysWarnings": 8,
        "synth-main-ff-cell": "edfxtp_1",
        "syn-cell-area_um2": 49600,
        "yosys-stat-cells": 3609,
        "synth_cell_types": 66,
        "async_flop_share": 0.114,
        "avgSynthCellArea_um2": 13.7,
        "numSynthFlops": 1156,
        "synth_seq_share": 0.687,
        "synth-edff-count": 1024,
        "syn_inst": 3609,
        "yosys_area_um2": 49600,
    },
    "power": {
        "seqPwrFrac": 0.492,
        "intPower_uw": 41800,
        "power_uw": 54500,
        "sw_frac_of_total": 0.233,
        "power.leakage_uw": 0.0236,
        "p_per_area_nw_per_um2": 831,
        "p_clk_frac": 0.428,
        "power_switching_uw": 12700,
        "ir_drop_mv": 0.791,
        "comb_power_share": 0.079,
    },
    "flow_run": {
        "openroad.warnings": 28,
        "cap_viol_max_count": 0,
    },
    "worst_hold_path": {
        "hold_path.class": "in2reg",
    },
    "placement": {
        "gp_congestion": 1.13,
        "dp.final_hpwl_mm": 172,
        "portBuffers": 277,
        "dp_cells": 5456,
    },
}
layout make-up:
cell class / instances / share of cell area
well taps: 1287 / 0.0246
diodes: 19 / 0.000726
flip-flops and latches: 1156 / 0.520
clock buffers: 165 / 0.0512
inverters: 3 / 0.000229
multi-input cells: 2083 / 0.224
clock inverters: 61 / 0.0109
repair buffers: 979 / 0.168
power by group through the flow:
stage / Clock, µW / Combinational [µW] / Sequential, µW
4_1_cts: 23300 / 4050 / 26800
5_1_grt: 24100 / 4340 / 26800
6_report: 23300 / 4310 / 26800
cells in the mapped netlist, drive strengths merged (16+ instances only):
master	count	area, µm²
nor2b	35	219
a21oi	53	265
mux2	39	439
and2	57	357
a222oi	16	160
nand2	19	71.3
a22o	47	412
nand3	557	2790
a2111oi	66	597
clkbuf	244	916
mux2i	23	230
edfxtp	1024	30700
o32a	50	500
and3	189	1180
dfrtp	132	3300
nand4	223	1400
or4	42	315
a22oi	470	3530
nor2	52	195
buf	126	743
worst max-delay path, stage by stage:
cell and delay [ps]:
buf_6 160, buf_4 180, nor4_4 770, and2_2 380
buf_4 280, a22oi_1 110, nand4_1 140, o32a_1 320
placed cells by master (no fill, tap or decap), types with 33 or more instances in the layout:
| cell type | n |
|---|---|
| edfxtp_1 | 1024 |
| nand3_1 | 553 |
| a22oi_1 | 469 |
| buf_4 | 460 |
| nand4_1 | 223 |
| buf_12 | 215 |
| and3_1 | 188 |
| clkdlybuf4s50_1 | 187 |
| dfrtp_1 | 128 |
| clkbuf_16 | 124 |
| o32a_1 | 50 |
| a22o_1 | 47 |
| a21oi_1 | 47 |
| dlygate4sd2_1 | 47 |
| mux2_2 | 39 |
| nor2_4 | 36 |
| or4_1 | 35 |
| a2111oi_0 | 33 |
metrics by stage:
| stage | utilization | setup slack [ps] | instance area, µm² | hold slack (ps) |
|---|---|---|---|---|
| floorplan | - | -2000 | 49800 | 431 |
| global placement | 0.614 | -1130 | 60300 | 491 |
| detailed placement | 0.614 | -1120 | 60300 | 484 |
| CTS | 0.663 | -63.7 | 65100 | 82.8 |
| global route | 0.666 | -34.7 | 65500 | 97.0 |
| finish | 0.666 | -143 | 65500 | 92.4 |
how the worst min path moves through the flow:
stage,start,end,slack (ps),cells after the start
after CTS,PC_out_reg_in[17],reg2.PC_out_reg_out[17]$_DFF_PP0_,80,1
after global routing,PC_out_reg_in[20],reg2.PC_out_reg_out[20]$_DFF_PP0_,100,1
final,PC_out_reg_in[17],reg2.PC_out_reg_out[17]$_DFF_PP0_,90,1
timing repair:
item                                    CTS  global route
pin swaps                                12             9
gates resized                           145            81
endpoints found under the setup margin  123            85
hold endpoints to repair                  0             0
gates cloned                             10             1
buffers inserted                         34            10
kinds of logic after synthesis:
group	Yosys count	synth area share
AND/OR/NAND/NOR	1251	0.144
flip-flops	1156	0.687
AND-OR/OR-AND	767	0.122
buffers and inverters	373	0.0337
multiplexers	62	0.0135
metal layers:
metal | wire length, µm | part of all wire | vias to the layer above
met5 | 1890 | 0.0070 | -
met4 | 25200 | 0.094 | 88
met2 | 107000 | 0.40 | 5177
li1 | - | - | 16310
met1 | 77000 | 0.29 | 20798
met3 | 56700 | 0.21 | 1632
Power and IR drop assume default switching activity.
